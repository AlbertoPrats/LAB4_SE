==> flow/design.v <==
`timescale 1ns/100ps
module LED_blink (input wire CLK, output wire LED);
    reg [12:0] data = 0;
    assign LED = data[12];
    always@(posedge CLK)
        begin
            data <= data + 1;
        end
endmodule
==> flow/run.sh <==
#!/bin/bash
# OpenROAD 26Q1-2900-gdf79404cd8, Yosys 0.63+post, stock flow scripts
make -C /OpenROAD-flow-scripts/flow DESIGN_CONFIG=/design/flow/config.mk WORK_HOME=/design/flow/orfs finish
==> flow/config.mk <==
export PLATFORM = sky130hd
export DESIGN_NAME = LED_blink
export DESIGN_NICKNAME = LED_blink
export VERILOG_FILES = /design/flow/design.v
export SDC_FILE = /design/flow/constraint.sdc
export NUM_CORES = 4
export LEC_CHECK = 1
export CORE_AREA = 10 10 70 70
export DIE_AREA = 0 0 80 80
==> flow/constraint.sdc <==
current_design LED_blink

set clk_period 2.5
set clk_io_pct 0.2

create_clock -name clk0 -period $clk_period [get_ports {CLK}]

set non_clock_inputs [all_inputs -no_clocks]
set_input_delay [expr $clk_period * $clk_io_pct] -clock clk0 $non_clock_inputs
set_output_delay [expr $clk_period * $clk_io_pct] -clock clk0 [all_outputs]
==> changes_impl.md <==
### Physical design

* Status: finished, final reports clean
* Synthesized instance count at 44
* Setup-failing EPs final at 0
* Synth cell types at 16
* Num CTS Buffers at 3
* Leakage at 0.211 nW
* Slowest CP cell: clkdlybuf4s50_1
* Setup Crit Path Kind: register to primary output
* Clk buf depth at 2
* Setup bufs post-CTS at 0
* IO Port Bufs at 1
* Via density at 3.18
* Row count at 21
* I/O pins at 2
* Synth warnings at 1
* Drt first pass iters at 2
* Root buffer cell: clkbuf_4
* Area of the mapped netlist at 489 um2
* Biggest area cells: dfxtp_1, xnor2_1, xor2_1
* Hold Vio Cnt, Final at 0
* Met1 GRT Util at 0.0277
* Initial Util at 0.143
* Cell count in the Yosys report at 44
* Tool warnings at 25
* Met2 GRT Util at 0.0297
* Routed length per instance at 6.87 um
* Hold-fix buffers, CTS at 0
* Placer congestion estimate at 0.725
* Clock sink total at 13
* DR iter-0 viols at 21
* GR Layer Usage met3 at 0.0182
* Fraction of layout cells with a size suffix above 1 at 0.143
* Max reg flops at 13
* Largest net degree at the start of global routing at 8
* WP data arrival at 1.08 ns
* Worst path top cell family by delay: buffers and inverters
* Total Routing Usage GR at 0.0219
* Clock latency on the worst-skew pair at 0.27 ns
* Global route overflow at 0
* Worst slew pin tran at 0.240 ns
* Setup crit end kind: primary output
* ANT cells at 0
* Non-filler cells, final at 95
* Cell with the most instances after synthesis: dfxtp_1
* DRT antenna net count at 0
* PD cells at 572 mW/mm2
* Fillers at 389
* Setup Skew at 0.00247 ns
* Die width at 80 um
* CP max FO at 2
* DRC at 0
* Reg with most FFs: data
* Asr flop ratio synth at 0
* Commonest flop: dfxtp_1
* CTS clk-pin slew, worst paths at 0.08 ns
* Synth Seq Share at 0.532
* Post-route minimum period at 1.58 ns
* Top-area cell type share of the netlist area at 0.532
* Hpwl dp at 482 um
* Full die area at 0.00640 mm2
* DR vias at 302
* CP required at 2.00 ns
* RSZ-0062 raised after global routing: no
* Highest cell delay on the worst timing path at 0.46 ns
* Slew HR at 0.839
* Synth cell count leaders: dfxtp_1, xnor2_1, xor2_1, nand2_1, nand3_1
* H-tree levels at 1
* Area Growth Syn to Fin at 19.2%
* Placed cell count at 91
* Synth flops at 13
* Hold Slack at 0.421 ns
* First-pass GRT wire length at 1130 um
* Sum of negative setup slack at 0 ns
* Biggest regs: data: 13 flops
* Synthesis area per yosys at 489 um2
* CTS tree: yes
* Max Cap Viol at 0
* Post-layout util at 0.171
* Tcrit/Tclk final at 0.632
* Die span in y at 80 um
* Initial antenna violation count at 0
* Cell type with the largest total area: dfxtp_1
* Max-slew violation count at 0
* WP buf/inv at 1
* Most Crowded Layer GR: met2
* Startpoint Class: register
* Peak supply drop at 0.178 mV
* CTS resizes at 0
* EDFF count, synth at 0
* Area of the core at 0.00342 mm2
* Total wire length at 653 um
* Vias in the first global route at 284
* HP Class: register to register
* Fmax at 633 MHz
* Avg Inst Size Synth at 11.1 um2
* Crit path cell chain: clkdlybuf4s50_1
[layer usage]
layer,vias to the layer above,part of all wire
li1,161,-
met1,136,0.53
met2,5,0.36
met3,0,0.11
met4,0,0
met5,-,0
[cell usage in the layout (no fill, tap or decap), drive strengths merged]
master / netlist / final
and2: 1 / 1
xor2: 5 / 5
nor3: 2 / 2
nand3: 4 / 4
nand4: 3 / 3
xnor2: 6 / 6
inv: 1 / 1
nor2: 1 / 1
clkbuf: 0 / 4
ha: 1 / 1
clkdlybuf4s50: 0 / 1
dfxtp: 13 / 13
nor4: 1 / 1
and4: 2 / 2
nand2: 4 / 4
[power by group]
group	internal, mW	total (mW)	leakage (nW)	switching, mW
registers	0.207	0.207	0.105	0
logic	0	0.0000000912	0.0912	0
clock network	0.0618	0.127	0.0150	0.0648
[final cells by class]
cell class / instances / area [um2] / share of cell area
inverters: 1 / 3.75 / 0.00644
well taps: 46 / 57.6 / 0.0987
flip-flops and latches: 13 / 260 / 0.446
clock buffers: 4 / 26.3 / 0.0451
multi-input cells: 30 / 225 / 0.386
repair buffers: 1 / 10.0 / 0.0172
[through the flow]
stage               setup slack, ns  total power [mW]  instance area (um2)
floorplan                      1.35             0.212                  489
global placement               1.21             0.212                  557
detailed placement             1.20             0.212                  557
CTS                           0.894             0.338                  583
global route                  0.852             0.350                  583
finish                        0.919             0.333                  583
[path summary, 6_finish.rpt]
| kind | from | to | slack (ns) | cells after the start |
|---|---|---|---|---|
| hold reg to reg | data[0] | data[0] | 0.42 | 1 |
| setup reg to reg | data[0] | data[8] | 1.23 | 4 |
| hold / removal | data[0] | data[0] | 0.42 | 1 |
| setup / recovery | data[12] | LED | 0.92 | 1 |
[logic make-up after synthesis]
kind of cell               Yosys count  share of synthesized area
xor gates and xnor gates            11                      0.197
and+or+nand+nor                     18                      0.238
buffers and inverters                1                    0.00767
adders and majority gates            1                     0.0256
DFF                                 13                      0.532
No activity file was given, so power comes from the tool's default toggle rates.
